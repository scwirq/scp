==> ./design.v <==
module ADDER4 ( A_IN, B_IN, CIN, S, COUT );
input [3:0] A_IN, B_IN;
input CIN;
output [3:0] S;
output COUT;
wire [2:0] CY;
	FullAdder FA0 ( A_IN[0], B_IN[0], CIN, S[0], CY[0] );
	FullAdder FA1 ( A_IN[1], B_IN[1], CY[0], S[1], CY[1] );
	FullAdder FA2 ( A_IN[2], B_IN[2], CY[1], S[2], CY[2] );
	FullAdder FA3 ( A_IN[3], B_IN[3], CY[2], S[3], COUT );
endmodule
module ADD_SUB4 ( A, B, SUB, ANS, CY_BR_OUT );
input [3:0] A, B;
input SUB;
output [3:0] ANS;
output CY_BR_OUT;
wire SIGN_NOTEQ;
wire SIGN_REVISE;
wire ADDER_CY_OUT;
wire ANS_SIGN;
wire [3:0] ADDER_B_IN;
wire [3:0] ADDER_S_OUT;
	ADDER4 ADDER4 ( A, ADDER_B_IN, SUB, ADDER_S_OUT, ADDER_CY_OUT );
	assign ADDER_B_IN = B ^ { SUB, SUB, SUB, SUB };
	assign SIGN_REVISE = ADDER_B_IN[3] & ADDER_B_IN[2] & ADDER_B_IN[1] & ADDER_B_IN[0] & SUB;
	assign SIGN_NOTEQ = ADDER_B_IN[3] ^ A[3];
	assign ANS_SIGN = ADDER_CY_OUT ^ SIGN_NOTEQ;
	assign ANS = ADDER_S_OUT;
	assign CY_BR_OUT = ( ADDER_CY_OUT ^ ADDER_S_OUT[3] ) & ( ~SIGN_NOTEQ ) & ( ~SIGN_REVISE );
endmodule
module ALU4( op, lt, rt, out );
input [3:0] lt, rt;
input [3:0] op;
output [3:0] out;
wire [3:0] ans;
wire co;
wire [3:0] ad;
wire sig;
	assign ad = lt & rt;
	assign sig = ~(lt[3] ^ rt[3]);
	ADD_SUB4 as( lt, rt, op[2], ans, co );
	SM4 sm4( lt, rt, 1'b0, 1'b0, lg, sm );
	assign out = (op == 4'b0000) ? (lt & rt) :
				(op[1] == 1'b0) ? ( (op[2] == 1'b1) ? ~ad : ad) :
				(op[0] == 1'b0) ? (ans) :
				(sig) ? sm : lt[3];
endmodule
module FullAdder ( A, B, CY_IN, SUM, CY_OUT );
input A, B, CY_IN;
output SUM, CY_OUT;
	assign SUM = A ^ B ^ CY_IN;
	assign CY_OUT = ( A & B ) | ( A & CY_IN ) | ( B & CY_IN );
endmodule
module SM( lt, rt, sm, lgin, lg,  out );
input lt;
input rt;
input sm;
input lgin;
output lg;
output out;
	assign lg = (lgin == 1) ? 1 : lt & (~rt);
	assign out = (sm == 1) ? 1 :
				(lgin == 1) ? 0 :
				(~lt) & rt;
endmodule
module SM4( lt, rt, sm, lgin, lg, out );
input [3:0] lt;
input [3:0] rt;
input sm;
input lgin;
output lg;
output out;
wire [3:0] s;
wire [3:0] l;
	SM a1( lt[3], rt[3], sm, lgin, l[2], s[2] );
	SM a2( lt[2], rt[2], s[2], l[2], l[1], s[1] );
	SM a3( lt[1], rt[1], s[1], l[1], l[0], s[0] );
	SM a4( lt[0], rt[0], s[0], l[0], lg, out );
endmodule
==> ./run.sh <==
#!/bin/bash
# OpenROAD 26Q1-2900-gdf79404cd8, Yosys 0.63+post, stock flow scripts
make -C /OpenROAD-flow-scripts/flow DESIGN_CONFIG=/design/flow/config.mk WORK_HOME=/design/flow/orfs finish
==> ./config.mk <==
export PLATFORM = sky130hd
export DESIGN_NAME = ALU4
export DESIGN_NICKNAME = ALU4
export VERILOG_FILES = /design/flow/design.v
export SDC_FILE = /design/flow/constraint.sdc
export NUM_CORES = 4
export LEC_CHECK = 1
export CORE_AREA = 10 10 70 70
export DIE_AREA = 0 0 80 80
==> ./constraint.sdc <==
current_design ALU4

set clk_period 3.7
set clk_io_pct 0.2

create_clock -name clk0 -period $clk_period

set non_clock_inputs [all_inputs -no_clocks]
set_input_delay [expr $clk_period * $clk_io_pct] -clock clk0 $non_clock_inputs
set_output_delay [expr $clk_period * $clk_io_pct] -clock clk0 [all_outputs]
==> results.sh <==
# flow metrics
export IMPL_p_int_uw=50.1
export IMPL_layout_top_cells="15 x buf_4, 10 x clkdlybuf4s50_1"
export IMPL_fill_cells=389
export IMPL_portBuffers=15
export IMPL_average_cell_area_after_synthesis_um2=7.56
export IMPL_remaining_drc_errors=0
export IMPL_synthDominantCellAreaShare=0.120
export IMPL_dr_total_vias=390
export IMPL_yosys_stat_seqShare=0
export IMPL_grt_max_degree=10
export IMPL_total_power_uw=82.8
export IMPL_syn_instance_count=44
export IMPL_critical_path_max_stage_delay_ps=460
export IMPL_die_width_um=80
export IMPL_n_sequential_cell=0
export IMPL_first_global_vias=418
export IMPL_layout_top_cell_excl_fill_tap="buf_4"
export IMPL_top_layer="met3"
export IMPL_placed_cell_area_um2=578
export IMPL_yosysUniqueCellTypes=21
export IMPL_detail_route_wl_per_cell_um=9.29
export IMPL_stdcell_area_um2=654
export IMPL_setup_violations_final=0
export IMPL_period_minus_slack_ps=3560
export IMPL_drt_pass1_iterations=2
export IMPL_timing_setup_critical_path_class="primary input to primary output"
export IMPL_min_period_over_period=0.963
export IMPL_seq_power_share=0
export IMPL_startpoint_type="primary input"
export IMPL_dp_slack_ps=-227
export IMPL_syn_to_final_growth_pct=96.6
export IMPL_clock_buffer_count=0
export IMPL_pin_count=16
export IMPL_cellLeakagePower_nw=0.297
export IMPL_layout_core_utilization=0.192
export IMPL_p_sw_uw=32.7
export IMPL_antenna_violating_nets_post_route=0
export IMPL_routed_wirelength_um=1100
export IMPL_power_share_clock=0
export IMPL_grt_overflow_total=0
export IMPL_met3_length_um=93
export IMPL_sequential_cell_area_um2=0
export IMPL_warnings=35
export IMPL_critical_path_cell_chain="dlygate4sd2_1 -> nand2_2 -> a21boi_4 -> fa_2 -> inv_2 -> fa_2 -> xnor2_2 -> xnor2_1 -> o21ai_1 -> o21a_1 -> clkdlybuf4s50_1"
export IMPL_core_outline_area_um2=3420
export IMPL_place_congestion=0.723
export IMPL_hold_violations=0
export IMPL_antenna_found_initial=0
export IMPL_final_setup_worst_slack_ps=138
export IMPL_worstSetupEndpointType="primary output"
export IMPL_post_synth_instance_area_um2=333
export IMPL_timing_critical_path_arrival_ps=2820
export IMPL_detailroute_wirelength_met2_um=387
export IMPL_detailedPlacementHpwl_um=827
export IMPL_timing_critical_path_max_delay_family="buffers and inverters"
export IMPL_yosysWarnings=2
export IMPL_die_area_um2=6400
export IMPL_timing_critical_path_mode_cell="fa_2"
export IMPL_worst_slew_pin_transition_ps=307
export IMPL_cp_max_fo=2
export IMPL_placementRows=21
export IMPL_max_slew_margin_rel=0.795
export IMPL_drive_gt1_frac=0.389
export IMPL_cp_slowest_cell="clkdlybuf4s50_1"
export IMPL_routed_metal_1_wirelength_um=615
export IMPL_detail_route_iter0_violations=25
export IMPL_logic_area_um2=314
export IMPL_grt_setup_unrepaired="no"
export IMPL_final_max_slew_violation_count=0
export IMPL_peakVddDrop_v=0.0000710
export IMPL_power_combinational_fraction=1.000
export IMPL_max_cap_viol_count=0
export IMPL_dieHeight_um=80
export IMPL_power_density_nw_per_um2=127
export IMPL_wire_length_of_the_first_global_routing_pass_um=1840
export IMPL_maxClockFrequency_mhz=281
export IMPL_route_detailed_vias_per_inst=3.31
export IMPL_path_buffers=3
export IMPL_initCoreUtil=0.0974
export IMPL_hp_class="primary input to primary output"
export IMPL_synth_area_top_cells="fa_1 12%, ha_1 11%, xnor2_1 11%"
export IMPL_ant_cells=0
export IMPL_yosys_stat_cells=44
export IMPL_yosysTopAreaCell="fa_1"
export IMPL_yosys_stat_area_um2=333
export IMPL_switching_share=0.395
export IMPL_groute_usage_overall=0.0343
export IMPL_outcome="completed"
export IMPL_endpoint_required_time_on_the_critical_path_ps=2960
## area by class of cell
| cell class | instances | share of cell area |
|---|---|---|
| Inverter | 8 | 0.0459 |
| Multi-Input combinational cell | 34 | 0.480 |
| Tap cell | 46 | 0.0880 |
| Timing Repair Buffer | 30 | 0.386 |
## logic make-up after synthesis
kind of cell	share of synthesized area
compound gates	0.244
xor+xnor	0.308
fa+ha+maj	0.233
buf+inv	0.135
simple gates	0.0789
## tightest hold or removal path: stages
cell and delay, ps:
dlymetal6s2s_1 140, buf_4 140, a221oi_1 70, a21oi_1 120, o21ai_1 60, clkdlybuf4s50_1 410
## per-layer routing
layer	global-route usage	vias up
li1	-	202
met1	0.0553	173
met2	0.0457	15
met3	0.00909	0
met4	0	0
met5	0	-
## what timing repair did
item	CTS	global route
endpoints found under the setup margin	2	2
hold buffers	0	0
buffers inserted	8	0
resized	10	8
pin swaps	4	4
## synthesized netlist by cell type
cell type and n:
nor2_1 1, o21ai_0 4, o22ai_1 1, inv_2 2, clkbuf_1 1, nand3b_1 1
o311ai_0 1, xnor2_1 4, ha_1 3, o21a_1 1, a21oi_1 1, nand2_1 4
buf_6 1, inv_1 6, a221oi_1 1, o211ai_1 1, fa_1 2, xor2_1 4
a21boi_0 1, xnor2_2 2, o21ai_1 2
## per-stage QoR
stage	instances	hold WS [ps]	setup TNS, ps
2_1_floorplan	44	1580	0
3_3_place_gp	110	2620	-215
3_5_place_dp	110	2620	-227
4_1_cts	118	2540	0
5_1_grt	118	2490	0
6_report	118	2430	0
## worst paths after layout
path                  to   from  cells after the start
setup / recovery  out[3]  lt[0]                     11
hold / removal    out[0]  lt[1]                      6
## power by group through the flow
| stage | sequential (mW) | combinational [mW] | clock (mW) |
|---|---|---|---|
| after CTS | 0 | 0.0816 | 0 |
| after global routing | 0 | 0.0915 | 0 |
| final | 0 | 0.0828 | 0 |
Power is estimated from default activity; no workload was simulated.
